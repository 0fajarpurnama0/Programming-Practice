### /design/flow/design.v
module priority_encoder (din, dout, en);
  input [9:0] din;
  output [3:0] dout;
  output en;
  reg [3:0] dout;
  reg en;
  always @( din )
  begin
    casex ( din )
    10'b?????_????1: { en, dout } <=5'b1_0000;
    10'b?????_???10: { en, dout } <=5'b1_0001;
    10'b?????_??100: { en, dout } <=5'b1_0010;
    10'b?????_?1000: { en, dout } <=5'b1_0011;
    10'b?????_10000: { en, dout } <=5'b1_0100;
    10'b????1_00000: { en, dout } <=5'b1_0101;
    10'b???10_00000: { en, dout } <=5'b1_0110;
    10'b??100_00000: { en, dout } <=5'b1_0111;
    10'b?1000_00000: { en, dout } <=5'b1_1000;
    10'b10000_00000: { en, dout } <=5'b1_1001;
    default: { en, dout } <=5'b0_XXXX;
    endcase
  end
endmodule
### /design/flow/run.sh
#!/bin/bash
# OpenROAD 26Q1-2900-gdf79404cd8, Yosys 0.63+post, stock flow scripts
make -C /OpenROAD-flow-scripts/flow DESIGN_CONFIG=/design/flow/config.mk WORK_HOME=/design/flow/orfs finish
### /design/flow/config.mk
export PLATFORM = sky130hd
export DESIGN_NAME = priority_encoder
export DESIGN_NICKNAME = priority_encoder
export VERILOG_FILES = /design/flow/design.v
export SDC_FILE = /design/flow/constraint.sdc
export NUM_CORES = 4
export LEC_CHECK = 1
export CORE_AREA = 10 10 70 70
export DIE_AREA = 0 0 80 80
### /design/flow/constraint.sdc
current_design priority_encoder

set clk_period 1.8
set clk_io_pct 0.2

create_clock -name clk0 -period $clk_period

set non_clock_inputs [all_inputs -no_clocks]
set_input_delay [expr $clk_period * $clk_io_pct] -clock clk0 $non_clock_inputs
set_output_delay [expr $clk_period * $clk_io_pct] -clock clk0 [all_outputs]
==> results.json <==
{
  "critical-path-top-delay-family": "buffers and inverters",
  "final_hold_viol_count": 0,
  "io_pins": 15,
  "grt_pass1_vias": 187,
  "rsz0062_at_grt": "no",
  "pwr-share-seq_pct": 0,
  "die_x_um": 80,
  "tightest_slew_ns": 0.269,
  "period_needed_ns": 1.75,
  "seqCellArea_sq_um": 0,
  "clock.fmax_mhz": 572,
  "power_density_nw_per_um2": 137,
  "path_buffers": 2,
  "ys_types": 12,
  "drv_slew": 0,
  "clkbuf_count": 0,
  "die_area_sq_um": 6400,
  "peakVddDrop_v": 0.0000131,
  "yosys-stat-cells": 18,
  "ys_chip_area_sq_um": 116,
  "synthCells": 18,
  "max-cap-violations": 0,
  "first_iter_violations": 3,
  "ff_count": 0,
  "syn_area_per_cell_sq_um": 6.46,
  "initCoreUtil_pct": 3.41,
  "required_ns": 1.44,
  "crit_slowest_cell": "clkdlybuf4s50_1",
  "overflow": 0,
  "dieHeight_um": 80,
  "grt_pass1_wl_um": 862,
  "areaGrowthSynthToFinish_pct": 186,
  "syn_area_sq_um": 116,
  "holdWs_ns": 1.02,
  "final-setup-viol-count": 0,
  "warning_count": 32,
  "crit_path_max_incr_delay_ns": 0.47,
  "post_drt_wl_per_cell_um": 7.83,
  "fin_area_sq_um": 333,
  "combPwrFrac_pct": 100.0,
  "top_area_cell": "nor4_4",
  "power_uw": 45.4,
  "p_clk_share_pct": 0,
  "antennaDiodeCount": 0,
  "status": "completed",
  "whs_endpoint": "dout[0]",
  "portBuffers": 15,
  "endpoint_kind": "output port",
  "critPathMaxFanout": 2,
  "drt-pass1-iter-count": 2,
  "synth.most_common_cell": "nor2_1",
  "whs_path_depth": 3,
  "holdCritStartpoint": "din[2]",
  "viasPerCell": 2.41,
  "leakage_uw": 0.000151,
  "cts_hold_buf": 0,
  "arrival_ns": 1.39,
  "grt_usage_pct": 1.62,
  "drive_above_1_share_pct": 44.4,
  "totalWireLength_um": 642,
  "p_int_uw": 24.4,
  "ys_warn_count": 1,
  "grt_max_degree": 5,
  "cp_cell_sequence": "clkdlybuf4s50_1 -> nor2b_2 -> o21ai_1 -> a221oi_2 -> buf_2",
  "core.rowCount": 21,
  "start_kind": "primary input",
  "critical_path_class": "primary input to output port",
  "yosys-top-cells-area": "nor4_4 (18%), a211oi_1 (13%), nor2_1 (13%)",
  "postSynthSeqShare_pct": 0,
  "place.gp.congestion": 0.785,
  "power_switching_uw": 21.0,
  "ant_nets": 0,
  "max_slew_margin_pct": 81.9,
  "ys_top_cells_by_count": "nor2_1 (4), a211oi_1 (2), inv_1 (2), nor2b_1 (2)",
  "grt_antenna_before_repair": 0,
  "worstHoldPathType": "primary input to output port",
  "netSwitchingFraction_pct": 46.2,
  "period_used_pct": 97.2,
  "hpwl_um": 527,
  "top_cell_area_share_pct": 18.3,
  "placed_cell_area_sq_um": 332,
  "vias": 198,
  "fp.coreArea_sq_um": 3420,
  "drc": 0
}
==> per-layer routing <==
layer  GRT usage [%]  vias up  routed length [um]
met4               0        0                   0
met3           0.682        0                  89
met1            1.71       83                 280
met2            3.05       10                 273
li1                -      105                   -
met5               0        -                   0
==> layout make-up <==
cell class         count  area [sq um]
well taps             46          57.6
multi-input cells     16           126
fillers              404          3080
repair buffers        18           141
inverters              2          7.51
==> placed cells by master, fill, tap and decap left out, drive strengths merged <==
cell type and instances:
buf 9, nor2 4, dlygate4sd2 3, nor4 2, inv 2, a211oi 2
clkdlybuf4s15 2, dlymetal6s2s 2, nor2b 2, o21ai 2, nand3 1, nor3 1
a221oi 1, nand2 1, clkdlybuf4s50 1, clkbuf 1
==> worst max path at each step <==
stage / start / to / slack (ns) / cells after the start
after CTS: din[7] / dout[1] / 0.01 / 4
after global routing: din[9] / dout[0] / 0.01 / 5
final: din[9] / dout[0] / 0.05 / 5
==> repair_timing <==
action                                  4_1_cts  5_1_grt
gates resized                                36        4
pin swaps                                     5        4
cloned                                        0        0
endpoints found under the setup margin        5        3
setup buffers                                 2        0
==> power groups by stage <==
stage                 Combinational (uW)  Sequential, uW  Clock [uW]
after global routing                49.6               0           0
after CTS                           47.6               0           0
final                               45.4               0           0
==> kinds of logic (layout without fill, tap and decap cells) <==
group	Yosys count	count (layout)	synth area share, %
AND-OR/OR-AND	5	5	29.0
AND/OR/NAND/NOR	11	11	64.5
buffers and inverters	2	20	6.45
==> through the flow <==
step / util (%) / setup TNS (ns) / instances / setup WS (ns)
2_1_floorplan: - / 0 / 18 / 0.638
3_3_place_gp: 9.71 / -1.88 / 80 / -0.445
3_5_place_dp: 9.71 / -2.03 / 80 / -0.482
4_1_cts: 9.93 / 0 / 82 / 0.0130
5_1_grt: 9.74 / 0 / 82 / 0.0119
6_report: 9.74 / 0 / 82 / 0.0510
Power figures rest on the tool's default switching activity, not on a simulated workload.
