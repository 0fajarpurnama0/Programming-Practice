<file path="/design/flow/config.mk">
export PLATFORM = sky130hd
export DESIGN_NAME = sevenseg
export DESIGN_NICKNAME = sevenseg
export VERILOG_FILES = /design/flow/design.v
export SDC_FILE = /design/flow/constraint.sdc
export NUM_CORES = 4
export LEC_CHECK = 1
export CORE_AREA = 10 10 70 70
export DIE_AREA = 0 0 80 80
</file>
<file path="/design/flow/run.sh">
#!/bin/bash
# OpenROAD 26Q1-2900-gdf79404cd8, Yosys 0.63+post, stock flow scripts
make -C /OpenROAD-flow-scripts/flow DESIGN_CONFIG=/design/flow/config.mk WORK_HOME=/design/flow/orfs finish
</file>
<file path="/design/flow/constraint.sdc">
current_design sevenseg

set clk_period 1.3
set clk_io_pct 0.2

create_clock -name clk0 -period $clk_period

set non_clock_inputs [all_inputs -no_clocks]
set_input_delay [expr $clk_period * $clk_io_pct] -clock clk0 $non_clock_inputs
set_output_delay [expr $clk_period * $clk_io_pct] -clock clk0 [all_outputs]
</file>
<file path="/design/flow/design.v">
module sevenseg(BCD, SEG);
  input  [3:0] BCD;
  output [7:0] SEG;
  reg    [7:0] SEG;
  always @( BCD )
    case( BCD )
    4'h0 : SEG <= 8'b11111100;  
    4'h1 : SEG <= 8'b01100000;  
    4'h2 : SEG <= 8'b11011010;  
    4'h3 : SEG <= 8'b11110010;  
    4'h4 : SEG <= 8'b01100110;  
    4'h5 : SEG <= 8'b10110110;  
    4'h6 : SEG <= 8'b10111110;  
    4'h7 : SEG <= 8'b11100000;  
    4'h8 : SEG <= 8'b11111110;  
    4'h9 : SEG <= 8'b11110110;  
    default : SEG <= 8'bXXXXXXXX;  
    endcase
  endmodule
</file>
==> impl_metrics.env <==
# source this file to load flow results
export IMPL_setup_ws_ns=0.0344
export IMPL_ios=12
export IMPL_pwr_share_seq_pct=0
export IMPL_min_to="SEG[3]"
export IMPL_syn_area_um2=178
export IMPL_leakagePower_nw=0.193
export IMPL_nClkBuffers=0
export IMPL_highest_signal_layer="met3"
export IMPL_dpl_worst_slack_ns=-0.818
export IMPL_slowest_stage="ha_1"
export IMPL_min_delay_start="BCD[0]"
export IMPL_core_area_um2=3420
export IMPL_viasPerCell=2.44
export IMPL_p_int_mw=0.0650
export IMPL_first_pass_iters=2
export IMPL_ir_drop_uv=43.6
export IMPL_rsz0062_at_grt="true"
export IMPL_holdBufCountCts=0
export IMPL_grt_usage_pct=1.82
export IMPL_dieWidth_um=80
export IMPL_syn_area_per_cell_um2=7.11
export IMPL_synth_cell_types=11
export IMPL_ant_nets=0
export IMPL_timing_final_crit_period_ns=1.27
export IMPL_power_switching_mw=0.0425
export IMPL_report_final_slew_viol_count=0
export IMPL_hold_viol=0
export IMPL_grt_max_degree=9
export IMPL_cp_data_arrival_time_ns=1.01
export IMPL_finalCritPeriodShare_pct=97.4
export IMPL_crit_path_start_kind="input pin"
export IMPL_drc=0
export IMPL_drt_iter0_markers=5
export IMPL_gp_congestion=0.727
export IMPL_grt_antenna_before_repair=0
export IMPL_wire_per_inst_um=6.84
export IMPL_grt_pass1_vias=217
export IMPL_rows=21
export IMPL_vias=215
export IMPL_switching_share_pct=39.5
export IMPL_grt_pass1_wl_um=1000
export IMPL_power_density_nw_per_um2=237
export IMPL_hold_ws_ns=0.895
export IMPL_critPathKind="input pin to output pin"
export IMPL_dieArea_um2=6400
export IMPL_postSynthCellCount=25
export IMPL_yosys_warnings=1
export IMPL_cp_cell_sequence="buf_8, buf_6, ha_1, nand2b_4, o211ai_1, buf_2"
export IMPL_status="complete, no violations"
export IMPL_holdCritPathClass="input pin to output pin"
export IMPL_setup_viol=0
export IMPL_regArea_um2=0
export IMPL_yosysSeqAreaShare_pct=0
export IMPL_fp_utilization_pct=5.20
export IMPL_max_cap_viol_count=0
export IMPL_stdcell_area_um2=453
export IMPL_drt_wl_total_um=602
export IMPL_dieHeight_um=80
export IMPL_yosysChipArea_um2=178
export IMPL_gr_total_overflow=0
export IMPL_syn_to_final_growth_pct=155
export IMPL_power_frac_clock_pct=0
export IMPL_whs_path_depth=4
export IMPL_wl_met2_um=219
export IMPL_power_frac_comb_pct=100.0
export IMPL_wl_met1_um=282
export IMPL_clock_fmax_mhz=790
export IMPL_critPathCaptureType="output pin"
export IMPL_ys_cells=25
export IMPL_placed_cell_area_um2=375
export IMPL_tool_warnings=39
export IMPL_antennaDiodeCount=0
export IMPL_ff_count=0
export IMPL_io_buffers=11
export IMPL_crit_fanout=3
export IMPL_wl_met3_um=100
export IMPL_drive_above_1_share_pct=54.8
export IMPL_cp_required_ns=1.04
export IMPL_cpPeakStageDelay_ns=0.18
cell families after synthesis:
family / synth area share (%)
AND-OR/OR-AND: 16.9
adder cells (fa/ha/maj): 42.3
buffers and inverters: 10.6
other: 2.11
AND/OR/NAND/NOR: 28.2
area by class of cell:
| class | count | area (um2) |
|---|---|---|
| multi-input cells | 21 | 219 |
| fillers | 389 | 2960 |
| repair buffers | 18 | 155 |
| inverters | 3 | 21.3 |
| well taps | 46 | 57.6 |
routing by layer:
layer | global-route usage [%] | up-vias
met3 | 0.682 | 0
met2 | 2.41 | 10
met4 | 0 | 0
li1 | - | 114
met1 | 2.83 | 91
met5 | 0 | -
synth_stat cells:
library cell | n | area (um2)
a21o_1 | 2 | 15.0
a22oi_1 | 1 | 7.51
buf_4 | 1 | 7.51
conb_1 | 1 | 3.75
ha_1 | 6 | 75.1
inv_1 | 3 | 11.3
nand2_1 | 2 | 7.51
nand2b_1 | 4 | 25.0
nand3_1 | 2 | 10.0
nor2_1 | 2 | 7.51
o211ai_1 | 1 | 7.51
stage by stage:
stage | utilization, % | setup TNS [ns] | total power, mW | instances
after floorplan | - | 0 | 0.0258 | 25
after global placement | 11.0 | -4.97 | 0.0847 | 86
after detailed placement | 11.0 | -4.92 | 0.0854 | 86
after CTS | 12.3 | -0.0731 | 0.0947 | 87
after global routing | 13.3 | -0.0370 | 0.120 | 88
final | 13.3 | 0 | 0.107 | 88
worst max-delay path by stage:
stage     startpoint     end  slack [ns]  depth (start not counted)
6_report      BCD[0]  SEG[1]        0.03                          6
5_1_grt       BCD[0]  SEG[3]       -0.02                          7
4_1_cts       BCD[0]  SEG[2]       -0.04                          7
worst max-delay path, delay by kind of cell:
kind,cells,cell delay (ns)
and+or+nand+nor,1,0.14
adders and majority gates,1,0.18
buffers and inverters,3,0.34
AOI/OAI and AO/OA,1,0.08
cell usage in the layout, fill, tap and decap left out, drive strengths merged, types with 2 or more instances in the layout:
cell / n
buf: 12
ha: 6
dlygate4sd2: 2
nand3: 2
nand2b: 4
a21o: 2
nand2: 2
clkbuf: 3
inv: 3
nor2: 2
power by group through the flow:
stage	logic (mW)	registers, mW	clock network [mW]
6_report	0.107	0	0
5_1_grt	0.120	0	0
4_1_cts	0.0947	0	0
what timing repair did:
action                     4_1_cts  5_1_grt
setup endpoints to repair        7        5
buffers inserted                 1        1
pin swaps                        3        6
resized                         41       13
Power figures rest on the tool's default switching activity, not on a simulated workload.
